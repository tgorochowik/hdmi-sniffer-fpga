--- design/flow/run.sh ---
#!/bin/bash
# OpenROAD 26Q1-2900-gdf79404cd8, Yosys 0.63+post, stock flow scripts
make -C /OpenROAD-flow-scripts/flow DESIGN_CONFIG=/design/flow/config.mk WORK_HOME=/design/flow/orfs finish
--- design/flow/design.v ---
`timescale 1ns / 1ps
module decoder
(
  input  wire clk,
  input  wire [9:0] data_raw,
  input  wire data_ready,
  output reg  c0,
  output reg  c1,
  output reg  vde,
  output reg [7:0] vdout
);
localparam  BLANK_TOKEN = 10'b1101010100;
localparam  HSYNC_TOKEN = 10'b0010101011;
localparam  VSYNC_TOKEN = 10'b0101010100;
localparam VHSYNC_TOKEN = 10'b1010101011;  
wire [7:0] data;
assign data = (data_raw[9]) ? ~data_raw[7:0] : data_raw[7:0];
always @ (posedge clk) begin
  if(data_ready) begin
    case (data_raw)
      BLANK_TOKEN: begin
        c0 <= 1'b0;
        c1 <= 1'b0;
        vde <= 1'b0;
      end
      HSYNC_TOKEN: begin
        c0 <= 1'b1;
        c1 <= 1'b0;
        vde <= 1'b0;
      end
      VSYNC_TOKEN: begin
        c0 <= 1'b0;
        c1 <= 1'b1;
        vde <= 1'b0;
      end
      VHSYNC_TOKEN: begin
        c0 <= 1'b1;
        c1 <= 1'b1;
        vde <= 1'b0;
      end
      default: begin
        vdout[0] <= data[0];
        vdout[1] <= (data_raw[8]) ? (data[1] ^ data[0]) : (data[1] ~^ data[0]);
        vdout[2] <= (data_raw[8]) ? (data[2] ^ data[1]) : (data[2] ~^ data[1]);
        vdout[3] <= (data_raw[8]) ? (data[3] ^ data[2]) : (data[3] ~^ data[2]);
        vdout[4] <= (data_raw[8]) ? (data[4] ^ data[3]) : (data[4] ~^ data[3]);
        vdout[5] <= (data_raw[8]) ? (data[5] ^ data[4]) : (data[5] ~^ data[4]);
        vdout[6] <= (data_raw[8]) ? (data[6] ^ data[5]) : (data[6] ~^ data[5]);
        vdout[7] <= (data_raw[8]) ? (data[7] ^ data[6]) : (data[7] ~^ data[6]);
        vde <= 1'b1;
      end
    endcase
  end else begin
    c0 <= 1'b0;
    c1 <= 1'b0;
    vde <= 1'b0;
    vdout <= 8'b00000000;
  end
end
endmodule
--- design/flow/constraint.sdc ---
current_design decoder

set clk_period 3.0
set clk_io_pct 0.2

create_clock -name clk0 -period $clk_period [get_ports {clk}]

set non_clock_inputs [all_inputs -no_clocks]
set_input_delay [expr $clk_period * $clk_io_pct] -clock clk0 $non_clock_inputs
set_output_delay [expr $clk_period * $clk_io_pct] -clock clk0 [all_outputs]
--- design/flow/config.mk ---
export PLATFORM = sky130hd
export DESIGN_NAME = decoder
export DESIGN_NICKNAME = decoder
export VERILOG_FILES = /design/flow/design.v
export SDC_FILE = /design/flow/constraint.sdc
export NUM_CORES = 4
export LEC_CHECK = 1
export CORE_AREA = 10 10 84 84
export DIE_AREA = 0 0 94 94
==> results.json <==
{
  "synth_cells": 58,
  "maxCapViolCount": 0,
  "core_area_sq_um": 5200,
  "ys_ff": 11,
  "post-cts-setup-buffers": 0,
  "relSlewSlack_pct": 55.0,
  "switchingPower_w": 0.0000816,
  "drtPass1Iterations": 4,
  "synth_warnings": 1,
  "ys_seq_share_pct": 36.7,
  "via_per_inst": 3.34,
  "combinationalPowerShare_pct": 21.0,
  "worstHoldStart": "c0",
  "seqCellArea_sq_um": 220,
  "post-route-util_pct": 17.9,
  "final_layout_top_logic_cells": "clkdlybuf4s50_1 (22), xnor2_1 (12), dfxtp_1 (11), a21oi_1 (10), a311oi_1 (8)",
  "cp-end-kind": "register",
  "antenna_found_initial": 0,
  "port_buffers": 22,
  "grt_first_pass_wirelength_mm": 2.43,
  "ant_nets": 0,
  "hold_depth": 2,
  "tns_ps": 0,
  "numCtsBuffers": 3,
  "fmax_mhz": 427,
  "dieArea_sq_um": 8840,
  "fill_cells": 602,
  "synthToLayoutAreaGrowth_pct": 55.5,
  "period_minus_slack_ps": 2340,
  "pwr-share-seq_pct": 42.5,
  "r2r_start": "vdout[3]",
  "diodes": 0,
  "fin_crit_sh_pct": 78.1,
  "ir_drop_mv": 0.103,
  "synth-main-ff-cell": "dfxtp_1",
  "finalWirelength_mm": 1.56,
  "r2r_setup_slack_ps": 2280,
  "swShare_pct": 21.0,
  "drv_slew": 0,
  "wl_per_cell_um": 10.3,
  "fp.dieW_um": 94,
  "pwr_density_cell_nw_per_um2": 416,
  "cts-resized-gates": 0,
  "drt-initial-drc-count": 8,
  "skew_ps": 0,
  "final_common_cell": "clkdlybuf4s50_1",
  "grt_max_degree": 20,
  "avgSynthCellArea_sq_um": 10.3,
  "cp_max_fo": 19,
  "ctsLongestPathBuffers": 2,
  "fp_util_pct": 11.5,
  "gr-total-overflow": 0,
  "edf_count": 0,
  "warnings": 25,
  "route.detailed.drc": 0,
  "clkLatencyLatePin_ps": 230,
  "total_power_w": 0.000388,
  "ys_cells": 58,
  "synth_area_sq_um": 599,
  "cp.required_ps": 3140,
  "root_buffer": "clkbuf_8",
  "rsz0062_at_grt": "no",
  "arrival_ps": 2490,
  "min_path_type": "register to register",
  "setup_ws_ps": 656,
  "rr_worst_depth": 2,
  "post-place-ws_ps": 422,
  "p_leak_nw": 0.342,
  "dieHeight_um": 94,
  "drive_gt1_share_pct": 11.0,
  "gp_congestion": 0.786,
  "hold_viol": 0,
  "outcome": "finished clean",
  "grt_use_total_pct": 3.40,
  "postCtsHoldBufs": 0,
  "pwr-share-clk_pct": 36.6,
  "io_pins": 23,
  "path_clk_slew_ps": 40,
  "r2r-end": "vdout[3]",
  "p_int_w": 0.000306,
  "first_global_vias": 517,
  "yosys-stat-area_sq_um": 599,
  "synth_cell_types": 19,
  "num_vias": 507,
  "setup_viol": 0,
  "tightest_slew_ps": 672,
  "rows": 26,
  "combGateArea_sq_um": 337,
  "cts_tree": "yes",
  "min_to": "c0",
  "crit_path_start_kind": "input pin",
  "async_flop_share_pct": 0,
  "criticalPathCategory": "input pin to register",
  "h-tree-depth": 1,
  "clock_sinks": 11
}
[cell type report]
type / count / share of cell area (%)
multi-input cells: 41 / 36.1
repair buffers: 24 / 25.2
flip-flops and latches: 11 / 23.6
well taps: 70 / 9.40
clock buffers: 4 / 4.83
inverters: 2 / 0.805
[registers in the layout, summed over array words and instances, names as in the netlist]
register	cells
vdout	8
vde	1
c0	1
c1	1
[metrics by stage]
| stage | hold slack, ps | std cells | instance area (sq um) |
|---|---|---|---|
| after floorplan | 422 | 58 | 599 |
| after global placement | 452 | 148 | 887 |
| after detailed placement | 462 | 148 | 887 |
| after CTS | 477 | 152 | 932 |
| after global routing | 510 | 152 | 932 |
| final | 468 | 152 | 932 |
[per-layer routing]
metal | up-vias | GRT usage [%] | share of wire (%)
li1 | 271 | - | -
met1 | 220 | 4.05 | 47
met2 | 14 | 5.76 | 47
met3 | 2 | 0.889 | 4.4
met4 | 0 | 1.14 | 1.8
met5 | - | 0 | 0
[power by group through the flow]
stage	Sequential (W)	Combinational, W	Clock (W)
final	0.000165	0.0000814	0.000142
after global routing	0.000166	0.0000896	0.000154
after CTS	0.000165	0.0000842	0.000148
[worst max-delay path, stage by stage]
cell	delay (ps)
clkdlybuf4s50_1	510
and4bb_1	310
nand3_1	480
buf_4	340
a311oi_1	230
[cell families (layout without fill, tap and decap cells)]
family,count (synthesis),in the layout,share of synthesized area [%]
buffers and inverters,6,30,7.10
xor gates and xnor gates,12,12,17.5
muxes,1,1,1.67
DFF,11,11,36.7
AOI/OAI and AO/OA,19,19,21.3
and+or+nand+nor,9,9,15.7
[how the worst max path moves through the flow]
| stage | startpoint | to | cells after the start |
|---|---|---|---|
| after CTS | data_raw[2] | vdout[6] | 5 |
| after global routing | data_raw[2] | vdout[6] | 5 |
| final | data_raw[2] | vdout[6] | 5 |
[synthesized netlist by cell type, types with 2 or more instances]
cell type,n,area [sq um]
xnor2_1,12,105
a311oi_1,8,70.1
a21oi_1,10,50.1
dfxtp_1,11,220
buf_6,2,22.5
nand2_1,2,7.51
Power and IR drop assume default switching activity.
